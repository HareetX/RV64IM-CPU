$ cat ./run.sh
#!/bin/bash
# OpenROAD 26Q1-2900-gdf79404cd8, Yosys 0.63+post, stock flow scripts
make -C /OpenROAD-flow-scripts/flow DESIGN_CONFIG=/design/flow/config.mk WORK_HOME=/design/flow/orfs finish
$ cat ./constraint.sdc
current_design sirv_gnrl_cdc_rx

set clk_period 7.0
set clk_io_pct 0.2

create_clock -name clk0 -period $clk_period [get_ports {clk}]

set non_clock_inputs [all_inputs -no_clocks]
set_input_delay [expr $clk_period * $clk_io_pct] -clock clk0 $non_clock_inputs
set_output_delay [expr $clk_period * $clk_io_pct] -clock clk0 [all_outputs]
$ cat ./design.v
module sirv_gnrl_pipe_stage # (
  parameter CUT_READY = 0,
  parameter DP = 1,
  parameter DW = 32
) (
  input           i_vld, 
  output          i_rdy, 
  input  [DW-1:0] i_dat,
  output          o_vld, 
  input           o_rdy, 
  output [DW-1:0] o_dat,
  input           clk,
  input           rst_n
);
  genvar i;
  generate  
  if(DP == 0) begin: dp_eq_0 
      assign o_vld = i_vld;
      assign i_rdy = o_rdy;
      assign o_dat = i_dat;
  end 
  else begin: dp_gt_0 
      wire vld_set;
      wire vld_clr;
      wire vld_ena;
      wire vld_r;
      wire vld_nxt;
      assign vld_set = i_vld & i_rdy;
      assign vld_clr = o_vld & o_rdy;
      assign vld_ena = vld_set | vld_clr;
      assign vld_nxt = vld_set | (~vld_clr);
      sirv_gnrl_dfflr #(1) vld_dfflr (vld_ena, vld_nxt, vld_r, clk, rst_n);
      assign o_vld = vld_r;
      sirv_gnrl_dffl #(DW) dat_dfflr (vld_set, i_dat, o_dat, clk);
      if(CUT_READY == 1) begin:cut_ready 
          assign i_rdy = (~vld_r);
      end 
      else begin:no_cut_ready 
          assign i_rdy = (~vld_r) | vld_clr;
      end 
  end 
  endgenerate 
endmodule 
module sirv_gnrl_sync # (
  parameter DP = 2,
  parameter DW = 32
) (
  input  [DW-1:0] din_a,
  output [DW-1:0] dout,
  input           rst_n, 
  input           clk 
);
  wire [DW-1:0] sync_dat [DP-1:0];
  genvar i;
  generate 
    for(i=0;i<DP;i=i+1) begin:sync_gen
      if(i==0) begin:i_is_0
        sirv_gnrl_dffr #(DW) sync_dffr(din_a,         sync_dat[0], clk, rst_n);
      end
      else begin:i_is_not_0
        sirv_gnrl_dffr #(DW) sync_dffr(sync_dat[i-1], sync_dat[i], clk, rst_n);
      end
    end
  endgenerate
  assign dout = sync_dat[DP-1];
endmodule
module sirv_gnrl_cdc_rx
# (
  parameter DW = 32,
  parameter SYNC_DP = 2
) (
  input  i_vld_a, 
  output i_rdy, 
  input  [DW-1:0] i_dat,
  output o_vld, 
  input  o_rdy, 
  output [DW-1:0] o_dat,
  input  clk,
  input  rst_n 
);
wire i_vld_sync;
sirv_gnrl_sync #(.DP(SYNC_DP), .DW(1)) u_i_vld_sync (
     .clk   (clk),
     .rst_n (rst_n),
     .din_a (i_vld_a),
     .dout  (i_vld_sync)
    );
wire i_vld_sync_r;
sirv_gnrl_dffr #(1) i_vld_sync_dffr(i_vld_sync, i_vld_sync_r, clk, rst_n);
wire i_vld_sync_nedge = (~i_vld_sync) & i_vld_sync_r;
wire buf_rdy;
wire i_rdy_r;
wire i_rdy_set = buf_rdy & i_vld_sync & (~i_rdy_r);
wire i_rdy_clr = i_vld_sync_nedge;
wire i_rdy_ena = i_rdy_set |   i_rdy_clr;
wire i_rdy_nxt = i_rdy_set | (~i_rdy_clr);
sirv_gnrl_dfflr #(1) i_rdy_dfflr(i_rdy_ena, i_rdy_nxt, i_rdy_r, clk, rst_n);
assign i_rdy = i_rdy_r;
wire buf_vld_r;
wire [DW-1:0] buf_dat_r;
wire buf_dat_ena = i_rdy_set;
sirv_gnrl_dfflr #(DW) buf_dat_dfflr(buf_dat_ena, i_dat, buf_dat_r, clk, rst_n);
wire buf_vld_set = buf_dat_ena;
wire buf_vld_clr = o_vld & o_rdy;
wire buf_vld_ena = buf_vld_set | buf_vld_clr;
wire buf_vld_nxt = buf_vld_set | (~buf_vld_clr);
sirv_gnrl_dfflr #(1) buf_vld_dfflr(buf_vld_ena, buf_vld_nxt, buf_vld_r, clk, rst_n);
assign buf_rdy = (~buf_vld_r);
assign o_vld = buf_vld_r;
assign o_dat = buf_dat_r;
endmodule 
module sirv_gnrl_cdc_tx
# (
  parameter DW = 32,
  parameter SYNC_DP = 2
) (
  input  i_vld, 
  output i_rdy, 
  input  [DW-1:0] i_dat,
  output o_vld, 
  input  o_rdy_a, 
  output [DW-1:0] o_dat,
  input  clk,
  input  rst_n 
);
wire o_rdy_sync;
sirv_gnrl_sync #(
    .DP(SYNC_DP), 
    .DW(1)
) u_o_rdy_sync (
         .clk   (clk),
         .rst_n (rst_n),
         .din_a (o_rdy_a),
         .dout  (o_rdy_sync)
        );
wire vld_r;
wire [DW-1:0] dat_r;
wire vld_set = i_vld & i_rdy;
wire vld_clr = o_vld & o_rdy_sync;
wire vld_ena = vld_set | vld_clr;
wire vld_nxt = vld_set | (~vld_clr);
sirv_gnrl_dfflr #(1) vld_dfflr(vld_ena, vld_nxt, vld_r, clk, rst_n);
sirv_gnrl_dfflr #(DW) dat_dfflr(vld_set, i_dat, dat_r, clk, rst_n);
wire o_rdy_sync_r;
sirv_gnrl_dffr #(1) o_rdy_sync_dffr(o_rdy_sync, o_rdy_sync_r, clk, rst_n);
wire o_rdy_nedge = (~o_rdy_sync) & o_rdy_sync_r;
wire nrdy_r;
wire nrdy_set = vld_set;
wire nrdy_clr = o_rdy_nedge;
wire nrdy_ena = nrdy_set | nrdy_clr;
wire nrdy_nxt = nrdy_set | (~nrdy_clr);
sirv_gnrl_dfflr #(1) buf_nrdy_dfflr(nrdy_ena, nrdy_nxt, nrdy_r, clk, rst_n);
assign o_vld = vld_r;
assign o_dat = dat_r;
assign i_rdy = (~nrdy_r) | nrdy_clr;
endmodule 
module sirv_gnrl_bypbuf # (
  parameter DP = 8,
  parameter DW = 32
) (
  input           i_vld,
  output          i_rdy,
  input  [DW-1:0] i_dat,
  output          o_vld,
  input           o_rdy,
  output [DW-1:0] o_dat,
  input           clk,
  input           rst_n
);
  wire          fifo_i_vld;
  wire          fifo_i_rdy;
  wire [DW-1:0] fifo_i_dat;
  wire          fifo_o_vld;
  wire          fifo_o_rdy;
  wire [DW-1:0] fifo_o_dat;
  sirv_gnrl_fifo # (
       .DP(DP),
       .DW(DW),
       .CUT_READY(1) 
  ) u_bypbuf_fifo(
    .i_vld   (fifo_i_vld),
    .i_rdy   (fifo_i_rdy),
    .i_dat   (fifo_i_dat),
    .o_vld   (fifo_o_vld),
    .o_rdy   (fifo_o_rdy),
    .o_dat   (fifo_o_dat),
    .clk     (clk  ),
    .rst_n   (rst_n)
  );
  assign i_rdy = fifo_i_rdy;
  wire byp = i_vld & o_rdy & (~fifo_o_vld);
  assign fifo_o_rdy = o_rdy;
  assign o_vld = fifo_o_vld | i_vld;
  assign o_dat = fifo_o_vld ? fifo_o_dat : i_dat;
  assign fifo_i_dat  = i_dat; 
  assign fifo_i_vld = i_vld & (~byp);
endmodule 
module sirv_gnrl_fifo # (
  parameter CUT_READY = 0,
  parameter MSKO = 0, 
  parameter DP   = 8, 
  parameter DW   = 32 
) (
  input           i_vld, 
  output          i_rdy, 
  input  [DW-1:0] i_dat,
  output          o_vld, 
  input           o_rdy, 
  output [DW-1:0] o_dat,
  input           clk,
  input           rst_n
);
genvar i;
generate  
  if(DP == 0) begin: dp_eq1 
     assign o_vld = i_vld;
     assign i_rdy = o_rdy;
     assign o_dat = i_dat;
  end 
  else begin: dp_gt0 
    wire [DW-1:0] fifo_rf_r [DP-1:0];
    wire [DP-1:0] fifo_rf_en;
    wire wen = i_vld & i_rdy;
    wire ren = o_vld & o_rdy;
    wire [DP-1:0] rptr_vec_nxt; 
    wire [DP-1:0] rptr_vec_r;
    wire [DP-1:0] wptr_vec_nxt; 
    wire [DP-1:0] wptr_vec_r;
    if(DP == 1) begin:rptr_dp_1
      assign rptr_vec_nxt = 1'b1; 
    end
    else begin:rptr_dp_not_1
      assign rptr_vec_nxt = 
          rptr_vec_r[DP-1] ? {{DP-1{1'b0}}, 1'b1} :
                          (rptr_vec_r << 1);
    end
    if(DP == 1) begin:wptr_dp_1
      assign wptr_vec_nxt = 1'b1; 
    end
    else begin:wptr_dp_not_1
      assign wptr_vec_nxt =
          wptr_vec_r[DP-1] ? {{DP-1{1'b0}}, 1'b1} :
                          (wptr_vec_r << 1);
    end
    sirv_gnrl_dfflrs #(1)    rptr_vec_0_dfflrs  (ren, rptr_vec_nxt[0]     , rptr_vec_r[0]     , clk, rst_n);
    sirv_gnrl_dfflrs #(1)    wptr_vec_0_dfflrs  (wen, wptr_vec_nxt[0]     , wptr_vec_r[0]     , clk, rst_n);
    if(DP > 1) begin:dp_gt1
    sirv_gnrl_dfflr  #(DP-1) rptr_vec_31_dfflr  (ren, rptr_vec_nxt[DP-1:1], rptr_vec_r[DP-1:1], clk, rst_n);
    sirv_gnrl_dfflr  #(DP-1) wptr_vec_31_dfflr  (wen, wptr_vec_nxt[DP-1:1], wptr_vec_r[DP-1:1], clk, rst_n);
    end
    wire [DP:0] i_vec;
    wire [DP:0] o_vec;
    wire [DP:0] vec_nxt; 
    wire [DP:0] vec_r;
    wire vec_en = (ren ^ wen );
    assign vec_nxt = wen ? {vec_r[DP-1:0], 1'b1} : (vec_r >> 1);  
    sirv_gnrl_dfflrs #(1)  vec_0_dfflrs     (vec_en, vec_nxt[0]     , vec_r[0]     ,     clk, rst_n);
    sirv_gnrl_dfflr  #(DP) vec_31_dfflr     (vec_en, vec_nxt[DP:1], vec_r[DP:1],     clk, rst_n);
    assign i_vec = {1'b0,vec_r[DP:1]};
    assign o_vec = {1'b0,vec_r[DP:1]};
    if(DP == 1) begin:cut_dp_eq1 
        if(CUT_READY == 1) begin:cut_ready 
          assign i_rdy = (~i_vec[DP-1]);
        end 
        else begin:no_cut_ready 
          assign i_rdy = (~i_vec[DP-1]) | ren;
        end 
    end 
    else begin : no_cut_dp_gt1 
      assign i_rdy = (~i_vec[DP-1]);
    end 
    for (i=0; i<DP; i=i+1) begin:fifo_rf 
      assign fifo_rf_en[i] = wen & wptr_vec_r[i];
      sirv_gnrl_dffl  #(DW) fifo_rf_dffl (fifo_rf_en[i], i_dat, fifo_rf_r[i], clk);
    end 
    integer j;
    reg [DW-1:0] mux_rdat;
    always @*
    begin : rd_port_PROC 
      mux_rdat = {DW{1'b0}};
      for(j=0; j<DP; j=j+1) begin
        mux_rdat = mux_rdat | ({DW{rptr_vec_r[j]}} & fifo_rf_r[j]);
      end
    end 
    if(MSKO == 1) begin:mask_output 
        assign o_dat = {DW{o_vld}} & mux_rdat;
    end 
    else begin:no_mask_output 
        assign o_dat = mux_rdat;
    end 
    assign o_vld = (o_vec[0]);
  end 
endgenerate 
endmodule 
module sirv_gnrl_dfflrs # (
  parameter DW = 32
) (
  input               lden, 
  input      [DW-1:0] dnxt,
  output     [DW-1:0] qout,
  input               clk,
  input               rst_n
);
reg [DW-1:0] qout_r;
always @(posedge clk or negedge rst_n)
begin : DFFLRS_PROC
  if (rst_n == 1'b0)
    qout_r <= {DW{1'b1}};
  else if (lden == 1'b1)
    qout_r <= #1 dnxt;
end
assign qout = qout_r;
endmodule
module sirv_gnrl_dfflr # (
  parameter DW = 32
) (
  input               lden, 
  input      [DW-1:0] dnxt,
  output     [DW-1:0] qout,
  input               clk,
  input               rst_n
);
reg [DW-1:0] qout_r;
always @(posedge clk or negedge rst_n)
begin : DFFLR_PROC
  if (rst_n == 1'b0)
    qout_r <= {DW{1'b0}};
  else if (lden == 1'b1)
    qout_r <= #1 dnxt;
end
assign qout = qout_r;
endmodule
module sirv_gnrl_dffl # (
  parameter DW = 32
) (
  input               lden, 
  input      [DW-1:0] dnxt,
  output     [DW-1:0] qout,
  input               clk 
);
reg [DW-1:0] qout_r;
always @(posedge clk)
begin : DFFL_PROC
  if (lden == 1'b1)
    qout_r <= #1 dnxt;
end
assign qout = qout_r;
endmodule
module sirv_gnrl_dffrs # (
  parameter DW = 32
) (
  input      [DW-1:0] dnxt,
  output     [DW-1:0] qout,
  input               clk,
  input               rst_n
);
reg [DW-1:0] qout_r;
always @(posedge clk or negedge rst_n)
begin : DFFRS_PROC
  if (rst_n == 1'b0)
    qout_r <= {DW{1'b1}};
  else                  
    qout_r <= #1 dnxt;
end
assign qout = qout_r;
endmodule
module sirv_gnrl_dffr # (
  parameter DW = 32
) (
  input      [DW-1:0] dnxt,
  output     [DW-1:0] qout,
  input               clk,
  input               rst_n
);
reg [DW-1:0] qout_r;
always @(posedge clk or negedge rst_n)
begin : DFFR_PROC
  if (rst_n == 1'b0)
    qout_r <= {DW{1'b0}};
  else                  
    qout_r <= #1 dnxt;
end
assign qout = qout_r;
endmodule
module sirv_gnrl_ltch # (
  parameter DW = 32
) (
  input               lden, 
  input      [DW-1:0] dnxt,
  output     [DW-1:0] qout
);
reg [DW-1:0] qout_r;
always @ * 
begin : LTCH_PROC
  if (lden == 1'b1)
    qout_r <= dnxt;
end
assign qout = qout_r;
endmodule
$ cat ./config.mk
export PLATFORM = sky130hd
export DESIGN_NAME = sirv_gnrl_cdc_rx
export DESIGN_NICKNAME = sirv_gnrl_cdc_rx
export VERILOG_FILES = /design/flow/design.v
export SDC_FILE = /design/flow/constraint.sdc
export NUM_CORES = 4
export LEC_CHECK = 1
export CORE_AREA = 10 10 110 110
export DIE_AREA = 0 0 120 120
==> flow_summary.ini <==
; yosys + openroad results
[setup_path]
reg2reg_depth = 3
r2r-start = i_rdy_dfflr.qout_r$_DFFE_PN0P_
worst-r2r-setup-slack_ns = 5.44
slowest_stage = clkdlybuf4s50_1
worstPathArrival_ns = 1.18
crit_required_ns = 5.60
critPathMaxFanout = 3
critical_path.endpoint_type = primary output
critPathBufInv = 1
rr_endpoint = buf_dat_dfflr.qout_r[0]$_DFFE_PN0P_
cpLargestDelayFamily = buffers and inverters
worstSetupStartpointType = register
max_stage_delay_ns = 0.49
crit_chain = clkdlybuf4s50_1
path_class = reg -> out

[floorplan]
num_rows = 36
die_w_um = 120
coreArea_um2 = 9770
die-area_um2 = 14400
num_io_pins = 70
die_h_um = 120
fp_util_pct = 14.0

[pwr]
peakVddDrop_mv = 0.118
p_total_mw = 0.728
leakage_nw = 0.894
power.density_nw_per_um2 = 319

[clock_network]
insertion_delay_ns = 0.28
clock_tree.root_cell = clkbuf_8
clk_transition_reported_paths_ns = 0.07
cts_hold_buf = 0
cts_resized = 0
ctsHtreeMaxLevel = 2
post_cts_buffers = 0
numCtsBuffers = 5
cts.sinks = 37
cts_buffer_depth = 2
tritoncts = built

[global_routing]
antenna_found_initial = 0
grt.overflow.total = 0
grt_pass1_vias = 1036
grt_max_degree = 38
grt_pass1_wl_mm = 5.53
grtUsageTotal_pct = 4.69

[cells_and_area]
final_util_pct = 23.4
drive_above_1_share_pct = 26.3
syn_to_final_growth_pct = 67.4
num-fill-cells = 1036
lay_top_count = clkdlybuf4s50_1
final_cell_mix = 68 x clkdlybuf4s50_1, 37 x dfrtp_1, 30 x mux2_2, 6 x clkbuf_8
fin_cells = 285

[yosys]
synth.distinct_cells = 9
avgSynthCellArea_um2 = 17.7
ys_seq_elements = 37
synthCells = 77
netlist_area_um2 = 1370
yosys-stat-cells = 77
top_area_share_pct = 67.8
ys_seq_share_pct = 67.8
top_area_cell = dfrtp_1
area_leaders = dfrtp_1 68%, mux2_2 25%, buf_6 2.5%
synth_warnings = 4
yosys_area_um2 = 1370

[sta]
setup_slack_ns = 4.42
fin_skew_ns = 0.00343
fmax_mhz = 388
maxSlewViolCount = 0
timing.final.crit_share_pct = 36.9
relSlewSlack_pct = 67.5
hold_violations = 0
max_slew.worst_pin.slew_ns = 0.487
final.setup.tns_ns = 0
setup_violations = 0
rsz0062_at_grt = no
fin_crit_ns = 2.58

[detailed_routing]
firstDrtPassIters = 2
drtIter0Drc = 20
drc = 0
drtAntennaViolNets = 0
wire_per_inst_um = 12.2
routed-via-count = 906
finalWirelength_mm = 3.47
antenna_cells = 0
vias_per_cell = 3.18

[run]
warnings = 25
cap_violations = 0

[status]
status = complete, no violations

[place]
gp_congestion = 0.728
dp_cells = 278
place_hpwl_mm = 2.59
portBuffers = 69
place_ws_ns = 4.71

[worst_hold_path]
hold_start = u_i_vld_sync.sync_gen[0].i_is_0.sync_dffr.qout_r$_DFF_PN0_
holdPathStages = 0
min-delay-path-class = reg -> reg
cell families after synthesis:
group | count (synthesis) | synth area share [%]
AND-OR/OR-AND | 2 | 1.19
buffers and inverters | 4 | 2.75
flip-flops | 37 | 67.8
multiplexers | 32 | 26.4
AND/OR/NAND/NOR | 2 | 1.83
power breakdown:
part / total [mW] / internal [mW] / switching [mW]
clock: 0.150 / 0.0782 / 0.0715
combinational: 0.249 / 0.203 / 0.0461
sequential: 0.330 / 0.293 / 0.0370
total: 0.728 / 0.574 / 0.155
per-stage QoR:
step | hold slack, ns | cell area [um2]
after floorplan | 0.331 | 1370
after global placement | 0.341 | 2200
after detailed placement | 0.340 | 2200
after CTS | 0.359 | 2280
after global routing | 0.371 | 2280
final | 0.356 | 2280
synth_stat cells:
master / number
mux2_2: 30
inv_1: 1
a22o_1: 1
buf_6: 3
dfrtp_1: 37
nand2b_1: 1
nor3b_4: 1
mux2_1: 2
o21bai_1: 1
routing by layer:
| metal | up-vias | part of all wire, % | global-route usage (%) |
|---|---|---|---|
| met4 | 0 | 0 | 0.452 |
| met3 | 0 | 14 | 3.00 |
| met5 | - | 0 | 0 |
| met2 | 51 | 43 | 7.12 |
| met1 | 438 | 42 | 5.74 |
| li1 | 417 | - | - |
worst max-delay path by stage:
stage                                     from     to  slack [ns]  cells past startpoint
global route  buf_vld_dfflr.qout_r$_DFFE_PN0P_  o_vld        4.36                      1
finish          i_rdy_dfflr.qout_r$_DFFE_PN0P_  i_rdy        4.42                      1
CTS             i_rdy_dfflr.qout_r$_DFFE_PN0P_  i_rdy        4.39                      1
layout make-up:
class	instances	area, um2	area share, %
inverter	1	3.75	0.164
tap	133	166	7.28
clock buffer	7	86.3	3.78
multi-input combinational	36	402	17.6
sequential	37	926	40.5
timing repair buffer	71	701	30.7
sequential cells by signal (all words and copies together) (netlist names):
signal	count
buf_dat_dfflr.qout_r	32
u_i_vld_sync.sync_gen.i_is_not_0.sync_dffr.qout_r	1
u_i_vld_sync.sync_gen.i_is_0.sync_dffr.qout_r	1
i_rdy_dfflr.qout_r	1
i_vld_sync_dffr.qout_r	1
buf_vld_dfflr.qout_r	1
Power figures rest on the tool's default switching activity, not on a simulated workload.
